**/design/flow/config.mk**
```make
export PLATFORM = sky130hd
export DESIGN_NAME = bus
export DESIGN_NICKNAME = bus
export VERILOG_FILES = /design/flow/design.v
export SDC_FILE = /design/flow/constraint.sdc
export NUM_CORES = 4
export LEC_CHECK = 1
export CORE_UTILIZATION = 40
```
**/design/flow/constraint.sdc**
```tcl
current_design bus

set clk_period 72.8
set clk_io_pct 0.2

create_clock -name clk0 -period $clk_period [get_ports {clk}]

set non_clock_inputs [all_inputs -no_clocks]
set_input_delay [expr $clk_period * $clk_io_pct] -clock clk0 $non_clock_inputs
set_output_delay [expr $clk_period * $clk_io_pct] -clock clk0 [all_outputs]
```
**/design/flow/design.v**
```verilog
`timescale 1ns / 100ps
module bus (
    input clk,                
    input reset_n,            
    input m0_req, m1_req, m2_req,     
    input m0_wr, m1_wr, m2_wr,        
    input [7:0] m0_address, m1_address, m2_address,  
    input [31:0] m0_dout, m1_dout, m2_dout,    
    output reg [31:0] s0_dout,  
    output reg [31:0] s1_dout,  
    output reg [31:0] s2_dout,  
    output reg [31:0] s3_dout,  
    output reg [31:0] s4_dout,  
    output reg [31:0] s5_dout,  
    output reg [31:0] s6_dout,  
    output reg [31:0] s7_dout,  
    output reg m0_grant, m1_grant, m2_grant,    
    output reg [31:0] m_din,     
    output reg [7:0] s_sel,      
    output reg [7:0] s_address,     
    output reg s_wr,     
    output reg [31:0] s_din      
);
    reg [31:0] mem[0:255];  
    integer i;  
    always @(posedge clk or negedge reset_n) begin
        if (!reset_n) begin  
            for (i = 0; i < 256; i = i + 1) begin  
                mem[i] <= 32'b0;  
            end
        end else begin
            if (s_wr && s_sel != 8'h00) begin    
                mem[s_address] <= s_din; 
            end
        end
    end
    always @(posedge clk or negedge reset_n) begin
        if (!reset_n) begin
            m0_grant <= 0;  
            m1_grant <= 0;  
            m2_grant <= 0;  
        end else begin
            if (m0_req ) begin
                m0_grant <= 1;  
                m1_grant <= 0;  
                m2_grant <= 0;  
            end else if (m1_req ) begin
                m0_grant <= 0;  
                m1_grant <= 1;  
                m2_grant <= 0;  
            end else if (m2_req) begin
                m0_grant <= 0;  
                m1_grant <= 0;  
                m2_grant <= 1;  
            end else begin
                m0_grant <= 1;  
                m1_grant <= 0;  
                m2_grant <= 0;  
            end
        end
    end
    always @(*) begin
        if (m0_grant) begin
            s_address = m0_address;  
            s_wr = m0_wr;  
            s_din = m0_dout;  
        end else if (m1_grant) begin
            s_address = m1_address;  
            s_wr = m1_wr;  
            s_din = m1_dout;  
        end else if (m2_grant) begin
            s_address = m2_address;  
            s_wr = m2_wr;  
            s_din = m2_dout;  
        end else begin
            s_address = 8'b0;  
            s_wr = 1'b0;  
            s_din = 32'b0;  
        end
        if (s_address >= 8'h00 && s_address <= 8'h1F) begin
            s_sel = 8'h01;  
        end else if (s_address >= 8'h20 && s_address <= 8'h3F) begin
            s_sel = 8'h02;  
        end else if (s_address >= 8'h40 && s_address <= 8'h5F) begin
            s_sel = 8'h04;  
        end else if (s_address >= 8'h60 && s_address <= 8'h7F) begin
            s_sel = 8'h08;  
        end else if (s_address >= 8'h80 && s_address <= 8'h9F) begin
            s_sel = 8'h10;  
        end else if (s_address >= 8'hA0 && s_address <= 8'hBF) begin
            s_sel = 8'h20;  
        end else if (s_address >= 8'hC0 && s_address <= 8'hDF) begin
            s_sel = 8'h40;  
        end else if (s_address >= 8'hE0 && s_address <= 8'hFF) begin
            s_sel = 8'h80;  
        end else begin
            s_sel = 8'h00;  
        end
    end
    always @(*) begin
        s0_dout = 32'b0;  
        s1_dout = 32'b0;  
        s2_dout = 32'b0;  
        s3_dout = 32'b0;  
        s4_dout = 32'b0;  
        s5_dout = 32'b0;  
        s6_dout = 32'b0;  
        s7_dout = 32'b0;  
        if (!s_wr && s_sel != 8'h00) begin  
            case(s_sel)
                8'h01: s0_dout = mem[s_address];  
                8'h02: s1_dout = mem[s_address];  
                8'h04: s2_dout = mem[s_address];  
                8'h08: s3_dout = mem[s_address];  
                8'h10: s4_dout = mem[s_address];  
                8'h20: s5_dout = mem[s_address];  
                8'h40: s6_dout = mem[s_address];  
                8'h80: s7_dout = mem[s_address];  
                default: ;
            endcase
        end
    end
    always @(*) begin
        if (!s_wr) begin
            case (s_sel)
                8'h01: m_din = s0_dout;  
                8'h02: m_din = s1_dout;  
                8'h04: m_din = s2_dout;  
                8'h08: m_din = s3_dout;  
                8'h10: m_din = s4_dout;  
                8'h20: m_din = s5_dout;  
                8'h40: m_din = s6_dout;  
                8'h80: m_din = s7_dout;  
                default: m_din = 32'b0;  
            endcase
        end else begin
            m_din = 32'b0;   
        end
    end
endmodule
```
**/design/flow/run.sh**
```bash
#!/bin/bash
# OpenROAD 26Q1-2900-gdf79404cd8, Yosys 0.63+post, stock flow scripts
make -C /OpenROAD-flow-scripts/flow DESIGN_CONFIG=/design/flow/config.mk WORK_HOME=/design/flow/orfs finish
```
==> out/results.ini <==
[logic_synthesis]
edf_count = 0
yosys.stat.seqShare_pct = 58.3
area_leaders = dfrtp_1 (58%), o21ai_0 (12%), nand2_1 (9.7%)
yosys_cells = 37346
async_reset_ff_share_pct = 100
ys_warn_count = 2
synth_area_per_cell_um2 = 9.41
yosys.cell_types.count = 85
largest_area_cell = dfrtp_1
yosys-stat-area_um2 = 352000
syn_area_um2 = 352000
synthFlopType = dfrtp_1
yosys.area.top_type_share_pct = 58.3
ys_ff = 8195
synth_cells = 37346

[placement]
port_buffers = 467
hpwl_mm = 2570
dp_cells = 48968
placed_cell_area_um2 = 387000
gp_congestion = 1.29

[clock_network]
cts.repair.resized = 0
cts.sinks = 8195
numCtsBuffers = 897
cts_setup_buffers = 0
hold_buffers = 0
clockBufferDepth = 4
root_buffer = clkbuf_16
h-tree-depth = 6

[global_routing]
grt_pass1_vias = 410189
grt_util_all_layers_pct = 87.8
grt-ovfl-total = 352
grt_max_degree = 174
grt_pass1_wl_mm = 4760

[floorplanning]
fp-row-count = 344
ios = 468
die_y_um = 939
fp_util_pct = 40.1
die_w_um = 939

[outcome]
status = aborted with a tool error
error = [ERROR GRT-0116] Global routing finished with congestion. Check the congestion regions in the DRC Viewer.
last-stage-reached = global routing

-- cells in the mapped netlist, types with 79 or more instances --
cell type	instances
a2111oi_0	114
a21oi_1	366
a221oi_1	130
a222oi_1	116
a22o_1	453
a22oi_1	2178
a31oi_1	179
a32oi_1	172
and3_1	220
buf_1	241
buf_2	514
clkbuf_1	2916
dfrtp_1	8195
mux2_2	94
mux2i_1	219
nand2_1	9049
nand3_1	985
nand4_1	440
nor2_1	449
nor3_1	306
nor4_1	202
o211ai_1	79
o21ai_0	8354
o22ai_1	382
o32ai_1	82
or4_1	84
-- metal layers --
metal / GRT overflow / global-route usage (%)
met1: 45 / 87.7
met2: 137 / 93.5
met3: 59 / 84.3
met4: 106 / 83.9
met5: 5 / 76.4
-- cell families after synthesis --
| group | synth area share, % |
|---|---|
| mux | 0.931 |
| xor+xnor | 0.00498 |
| compound gates | 22.1 |
| flops | 58.3 |
| buf+inv | 4.33 |
| simple gates | 14.3 |
-- through the flow --
step | hold WS (ns) | worst slack [ns]
after detailed placement | 0.462 | 34.59
after floorplan | 0.442 | 40.58
after CTS | 0.475 | 34.57
after global placement | 0.455 | 33.85
