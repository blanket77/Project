**flow/design.v**
```verilog
module fifo_cal(
    input [2:0] state,           
    input [2:0] head,            
    input [2:0] tail,            
    input [3:0] data_count,      
    output reg we,               
    output reg re,               
    output reg [2:0] next_head,  
    output reg [2:0] next_tail,  
    output reg [3:0] next_data_count  
);
    parameter MAX_DATA_COUNT = 8;
    always @(*) begin
        we = 0;
        re = 0;
        next_head = head;
        next_tail = tail;
        next_data_count = data_count;
        case(state)
            3'b000: begin  
                next_head = 0;
                next_tail = 0;
                next_data_count = 0;
                we = 1;  
            end
            3'b001: begin  
            end
            3'b010: begin  
                if (data_count < MAX_DATA_COUNT) begin
                    next_tail = (tail == 3'b111) ? 3'b000 : tail + 1;  
                    next_data_count = data_count + 1;  
                    we = 1;  
                end else begin 
                end
            end
            3'b011: begin  
                we = 0;
            end
            3'b100: begin  
                if (data_count > 0) begin
                    next_head = (head == 3'b111) ? 3'b000 : head + 1;
                    next_data_count = data_count - 1;
                    re = 1;  
                end else begin
                end
            end
            3'b101: begin  
                re = 0;
            end
            default: begin
                next_head = head;  
                next_tail = tail;  
                next_data_count = data_count;  
            end
        endcase
    end
endmodule
module fifo_ns(
    input wr_en,  
    input rd_en,  
    input [2:0] state,  
    input full,  
    input empty,  
    output reg [2:0] next_state  
);
    always @(*) begin
        case(state)
            3'b000: begin  
                if (rd_en && empty) begin  
                    next_state = 3'b101;  
                end else if (wr_en && full) begin  
                    next_state = 3'b011;  
                end else begin
                    next_state = 3'b001;  
                end
            end
            3'b001: begin  
                if (wr_en && !full) begin   
                    next_state = 3'b010;  
                end else if (rd_en && !empty) begin
                    next_state = 3'b100;  
                end else if (wr_en && full) begin  
                    next_state = 3'b011;  
                end else if (rd_en && empty) begin  
                    next_state = 3'b101;  
                end else begin 
                    next_state = 3'b001;  
                end
            end
            3'b010: begin  
                if (wr_en && !full) begin  
                    next_state = 3'b010;  
                end else if (rd_en && !empty) begin  
                    next_state = 3'b100;  
                end else if (wr_en && full) begin  
                    next_state = 3'b011;  
                end else begin
                    next_state = 3'b001;  
                end
            end
            3'b011: begin  
                if (rd_en && !empty) begin  
                    next_state = 3'b100;  
                end else if (wr_en && full) begin  
                    next_state = 3'b011;  
                end else begin 
                    next_state = 3'b001;  
                end
            end
            3'b100: begin  
                if (wr_en && !full) begin
                    next_state = 3'b010;  
                end else if (rd_en && !empty) begin  
                    next_state = 3'b100;  
                end else if (rd_en && empty) begin  
                    next_state = 3'b101;  
                end else begin
                    next_state = 3'b001;  
                end
            end
            3'b101: begin  
                if (wr_en && !full) begin  
                    next_state = 3'b010;  
                end else if (rd_en && empty) begin  
                    next_state = 3'b101;  
                end else begin
                    next_state = 3'b001;  
                end
            end
            default: begin
                next_state = 3'b000;  
            end
        endcase
    end
endmodule
module fifo_out(
    input [2:0] state,  
    input [3:0] data_count,  
    output reg wr_ack,  
    output reg rd_ack,  
    output reg wr_err,  
    output reg rd_err,  
    output reg empty,  
    output reg full  
);
    always @(*) begin
            wr_ack = 0;  
            rd_ack = 0;  
            wr_err = 0;  
            rd_err = 0;  
            empty   = 0;  
            full    = 0;  
        case(state)
            3'b000: begin  
            end
            3'b001: begin  
                if (data_count == 0) begin
                    empty = 1;  
                end else if (data_count == 8) begin
                    full = 1;  
                end
            end
            3'b010: begin  
                wr_ack = 1;  
                if (data_count == 8) begin
                    full = 1;  
                end 
            end
            3'b011: begin  
                wr_ack = 1;  
                wr_err = 1;  
                full = 1;  
            end
            3'b100: begin  
                rd_ack = 1;  
                if (data_count == 0) begin
                    empty = 1;  
                end
            end
            3'b101: begin  
                rd_err = 1;  
                empty = 1;  
            end
            default: begin
                wr_ack = 0;  
                rd_ack = 0;  
                wr_err = 0;  
                rd_err = 0;  
                empty = 0;  
                full = 0;  
            end
        endcase
    end
endmodule
module Register_file(
    input clk,  
    input wr_en,  
    input [2:0] wr_addr,  
    input [31:0] wr_data,  
    input [2:0] rd_addr,  
    output reg [31:0] rdata  
);
    reg [31:0] mem [7:0];
    always @(posedge clk) begin
        if (wr_en) begin
            mem[wr_addr] <= wr_data;  
        end
        rdata <= mem[rd_addr];  
    end
endmodule
module fifo (
    input clk,   
    input reset_n,  
    input rd_en,  
    input wr_en,  
    input [31:0] d_in,  
    output reg [31:0] d_out,  
    output reg full,  
    output reg empty,  
    output reg wr_ack,  
    output reg wr_err,  
    output reg rd_ack,  
    output reg rd_err,  
    output reg [3:0] data_count,  
    output reg [3:0] next_data_count,  
    output reg [2:0] state, state_next,  
    output reg [2:0] head, tail
);
    reg [2:0] next_head;  
    reg [2:0] next_tail;  
    reg we, re;  
    reg [31:0] rdata;  
    reg [31:0] wdata;  
    fifo_cal fifo_cal_inst (
        .state(state),
        .head(head),
        .tail(tail),
        .data_count(data_count),
        .we(we),
        .re(re),
        .next_head(next_head),
        .next_tail(next_tail),
        .next_data_count(next_data_count)
    );
    Register_file register_inst (
        .clk(clk),
        .wr_en(we),
        .wr_addr(tail),
        .wr_data(wdata),
        .rd_addr(head),
        .rdata(rdata)
    );
    fifo_out fifo_out_inst (
        .state(state),
        .data_count(data_count),
        .wr_ack(wr_ack),
        .rd_ack(rd_ack),
        .wr_err(wr_err),
        .rd_err(rd_err),
        .empty(empty),
        .full(full)
    );
    fifo_ns fifo_ns_inst (
        .wr_en(wr_en),
        .rd_en(rd_en),
        .state(state),
        .full(full),
        .empty(empty),
        .next_state(state_next)
    );
    always @(*) begin
        wdata = d_in;  
    end
    always @(posedge clk or negedge reset_n) begin
        if (~reset_n) begin
            state <= 3'b000;  
            head <= 3'b000;  
            tail <= 3'b000;  
            data_count <= 4'b0000;  
            d_out <= 32'b0;  
        end else begin
            state <= state_next;  
            head <= next_head;  
            tail <= next_tail;  
            data_count <= next_data_count;  
            if (re) begin
                d_out <= rdata;  
            end
        end
    end
endmodule
```
**flow/config.mk**
```make
export PLATFORM = sky130hd
export DESIGN_NAME = fifo
export DESIGN_NICKNAME = fifo
export VERILOG_FILES = /design/flow/design.v
export SDC_FILE = /design/flow/constraint.sdc
export NUM_CORES = 4
export LEC_CHECK = 1
export CORE_UTILIZATION = 30
```
**flow/constraint.sdc**
```tcl
current_design fifo

set clk_period 5.8
set clk_io_pct 0.2

create_clock -name clk0 -period $clk_period [get_ports {clk}]

set non_clock_inputs [all_inputs -no_clocks]
set_input_delay [expr $clk_period * $clk_io_pct] -clock clk0 $non_clock_inputs
set_output_delay [expr $clk_period * $clk_io_pct] -clock clk0 [all_outputs]
```
**flow/run.sh**
```bash
#!/bin/bash
# OpenROAD 26Q1-2900-gdf79404cd8, Yosys 0.63+post, stock flow scripts
make -C /OpenROAD-flow-scripts/flow DESIGN_CONFIG=/design/flow/config.mk WORK_HOME=/design/flow/orfs finish
```
==> reports/qor.csv <==
metric,value,unit
grt_pass1_wl,38200,µm
fp_util,0.304,
tritoncts_num_sinks,333,
layout_top_cell,edfxtp_1,
wire_per_inst,18.7,µm
clk_pin_slew_worst_paths,0.07,ns
relSlewSlack,0.495,
fp.dieW,206,µm
cp-end-kind,primary output,
cap_viol_max_count,0,
ys_async_sr_fraction,0.135,
switchingPower,1.70,mW
muxShareOfSynthArea,0.147,
clkPwrFrac,0.295,
synth-seq-cells,333,
reg2reg_slack,3.11,ns
setup_viol,0,
synth-xor-area-share,0.00141,
hpwl,13200,µm
finalSetupTns,0,ns
ys_cells,660,
crit_arrival,3.01,ns
hold_path.class,register to register,
place_inst,1267,
startpoint_type,register,
period_minus_slack,4.17,ns
cts_made_buffers,30,
p_per_area,445,nW/µm²
drc,0,
crit_type,register to primary output,
fin_crit_sh,0.719,
yosysUniqueCellTypes,40,
power_frac_comb,0.220,
grt_pass1_vias,6511,
ctsResizeCount,0,
yosysSeqAreaShare,0.759,
first_pass_iters,4,
place_congestion,0.789,
drive_above_1_share,0.212,
ir_drop,0.000223,V
fin_cells,1325,
switching_share,0.255,
antenna_found_initial,2,
place_ws,1.95,ns
required,4.64,ns
status,completed,
static-leakage-power,5.06,nW
yosysChipArea,12400,µm²
worst_pin_slew,0.757,ns
chip_area,42300,µm²
drtIter0Drc,291,
post_synth_instance_area,12400,µm²
track_usage,0.130,
synth.logic.top_family,multiplexers,
core,40900,µm²
finalClockSkew,0.0325,ns
io_buffers,93,
num_io_pins,94,
syn_avg_cell_area,18.9,µm²
wl,24700,µm
fmax,240,MHz
warnings,27,
top_area_cell,edfxtp_1,
areaGrowthSynthToFinish,20.6,%
synthCells,660,
post_cts_buffers,0,
synth.cellmix.adderShare,0.00704,
yosysWarningCount,5,
htree_num_levels,1,
final_cell_mix,"256 x edfxtp_1, 108 x nand2_1, 92 x clkdlybuf4s50_1",
vias_per_cell,4.59,
totalPowerFinal,6.68,mW
path_max_fanout,34,
grt_max_degree,46,
stdcell_area,15000,µm²
power.internal,4.98,mW
gr-total-overflow,0,
ctsLongestPathBuffers,3,
cts-root-buf,clkbuf_16,
tritoncts,built,
top_cells_by_area,"edfxtp_1 62%, mux4_2 11%, dfrtp_1 9.0%",
hold_violations,0,
drv_slew,0,
timing.final.ws_setup,1.63,ns
rsz0062_at_grt,no,
rows,74,
simple_gate_share,0.0484,
fill_cells,3733,
clk_latency,0.58,ns
edf_count,256,
post-synth-top-area-fraction,0.617,
ant_nets,0,
flop_cell,edfxtp_1,
dpl_cell_area,14000,µm²
aoi_share,0.0188,
power_frac_seq,0.485,
ctsHoldBuffers,0,
die_h,206,µm
vias,6088,
[sequential cells by signal, indices dropped and copies added (netlist names)]
signal,cells
register_inst.mem,256
d_out,32
register_inst.rdata,32
data_count,4
head,3
state,3
tail,3
[layer usage]
metal  share of wire  GRT usage  up-vias  wire length, µm
li1                -          -     2769                -
met1            0.37      0.164     2968             9240
met2            0.47      0.197      310            11700
met3            0.13     0.0819       41             3260
met4           0.020     0.0198        0              502
met5               0          0        -                0
[power groups by stage]
stage	sequential, mW	clock (mW)	combinational, mW
6_report	3.24	1.97	1.47
4_1_cts	3.25	2.02	1.52
5_1_grt	3.30	2.11	1.65
[kinds of logic (layout without fill, tap and decap cells)]
family          after synthesis  in the layout
flops                       333            333
simple gates                144            144
mux                          97             97
buf+inv                      40            171
compound gates               37             37
fa+ha+maj                     7              7
xor+xnor                      2              2
other cells                   0              2
[final timing paths]
check                      cells past startpoint                      startpoint                               to
max                                            8         data_count[0]$_DFF_PN0_               next_data_count[2]
min                                            2  register_inst.rdata[7]$_DFF_P_             d_out[7]$_DFFE_PN0P_
max reg2reg                                    4             head[0]$_DFFE_PN0P_  register_inst.rdata[14]$_DFF_P_
min reg2reg                                    2  register_inst.rdata[7]$_DFF_P_             d_out[7]$_DFFE_PN0P_
max in group asynchronous                      2                         reset_n              head[0]$_DFFE_PN0P_
min in group asynchronous                      2                         reset_n            d_out[22]$_DFFE_PN0P_
[cell type report]
cell class              count  area (µm²)  area share
clock buffers              47         886      0.0590
flip-flops and latches    333        9460       0.630
multi-input cells         287        2830       0.188
repair buffers            109        1050      0.0697
well taps                 532         666      0.0443
diodes                      2        5.00    0.000333
clock inverters             9         103     0.00683
inverters                   6        22.5     0.00150
[through the flow]
step | utilization | hold WS, ns
after CTS | 0.367 | 0.417
after global placement | 0.343 | 0.404
after detailed placement | 0.343 | 0.408
final | 0.367 | 0.411
after floorplan | - | 0.398
after global routing | 0.367 | 0.420
[Yosys cell counts (2+ instances only)]
library cell,number
a21oi_1,10
a22o_1,2
a22oi_1,3
and3_1,3
buf_1,3
buf_2,9
buf_6,9
clkbuf_1,13
dfrtp_1,45
dfxtp_1,32
edfxtp_1,256
ha_1,7
inv_1,6
mux2_2,33
mux4_1,3
mux4_2,61
nand2_1,108
nand2b_1,4
nand3_1,2
nor2_1,11
nor3_1,6
nor3b_1,2
nor4_1,2
o211ai_1,4
o21a_1,2
o21ai_0,8
o22ai_1,2
xnor2_1,2
[critical path: stages (launching register included)]
cell             delay [ns]
dfrtp_1                0.46
inv_1                  0.10
ha_1                   0.23
or3b_4                 0.26
and3_2                 0.17
buf_4                  0.43
nand2_1                0.10
o211ai_1               0.20
clkdlybuf4s50_1        0.50
Power is estimated from default activity; no workload was simulated.
